<file path="config.mk">
export PLATFORM = sky130hd
export DESIGN_NAME = spi_register
export DESIGN_NICKNAME = spi_register
export VERILOG_FILES = /design/flow/design.v
export SDC_FILE = /design/flow/constraint.sdc
export NUM_CORES = 4
export LEC_CHECK = 1
export CORE_AREA = 10 10 100 100
export DIE_AREA = 0 0 110 110
</file>
<file path="constraint.sdc">
current_design spi_register

set clk_period 1.3
set clk_io_pct 0.2

create_clock -name clk0 -period $clk_period [get_ports {sck}]

set non_clock_inputs [all_inputs -no_clocks]
set_input_delay [expr $clk_period * $clk_io_pct] -clock clk0 $non_clock_inputs
set_output_delay [expr $clk_period * $clk_io_pct] -clock clk0 [all_outputs]
</file>
<file path="design.v">
module spi_register (
	input mosi,
	input ss,
	input sck,
	output miso
	);
	reg [7:0] shift_dout = 8'b10000000;
	reg [7:0] shift_din = 8'b0;
	reg [7:0] latch_dout = 8'b0;
	always @(posedge sck) begin
		if(!ss) begin
			shift_din <= {shift_din[6:0], mosi};
			shift_dout <= {shift_dout[0], shift_dout[7:1]};
		end
		else begin
			shift_din <= 8'b0;
			shift_dout <= 8'b10000000;
		end
	end
	wire en = |shift_din;
	wire clr = &shift_din;
	wire trig = shift_dout[7]&!sck;
	always @(posedge trig) begin
		if(en)
			if(clr)
				latch_dout <= 8'b0;
			else
				latch_dout <= shift_din;
	end
	assign miso = |(latch_dout&shift_dout);
endmodule
</file>
<file path="run.sh">
#!/bin/bash
# OpenROAD 26Q1-2900-gdf79404cd8, Yosys 0.63+post, stock flow scripts
make -C /OpenROAD-flow-scripts/flow DESIGN_CONFIG=/design/flow/config.mk WORK_HOME=/design/flow/orfs finish
</file>
==> impl_metrics.json <==
{
  "status": "finished with violations",
  "violations": "setup timing",
  "timing.hold.ws_ns": 0.375,
  "numPortBuffers": 3,
  "first_iter_violations": 23,
  "yosysChipArea_um2": 863,
  "gp_congestion": 0.724,
  "final_core_util": 0.160,
  "ys_cells": 62,
  "n_antenna_cell": 0,
  "crit_type": "flip-flop to primary output",
  "wl_per_cell_um": 8.31,
  "coreArea_um2": 7810,
  "ys_sh_mux": 0,
  "die_y_um": 110,
  "crit_path_end": "miso",
  "cp-start-kind": "flip-flop",
  "drive_gt1_frac": 0.513,
  "syn-cell-area_um2": 863,
  "syn_area_per_cell_um2": 13.9,
  "max_slew_margin": 0.824,
  "setup_ws_ns": -1.01,
  "reg2reg_to": "latch_dout[1]",
  "r2r_setup_slack_ns": -0.29,
  "yosysUniqueCellTypes": 14,
  "grt_pass1_wl_um": 2480,
  "slew_viol_final": 0,
  "synthXorXnorAreaFrac": 0,
  "post-place-ws_ns": -0.701,
  "compound_area_frac": 0.139,
  "crit_arrival_ns": 2.05,
  "rsz0062_at_grt": "true",
  "crit_required_ns": 1.04,
  "p_per_area_nw_per_um2": 1280,
  "reg2reg_from": "shift_din[2]",
  "ys.flops": 24,
  "via_count": 487,
  "met3_usage": 0.0300,
  "row_count": 32,
  "routed_via_density": 2.74,
  "wl_um": 1480,
  "drc": 0,
  "dp_cells": 168,
  "cp_max_fo": 1,
  "dieArea_um2": 12100,
  "ys_warn_count": 1,
  "setup_viol": 17,
  "clock_latency_ns": 0.62,
  "ys_seq_share": 0.649,
  "timing.critical_path.from": "latch_dout[4]",
  "top_usage_layer": "met1",
  "grt_usage": 0.0273,
  "drtPass1Iterations": 2,
  "area.growth.synth_to_final_pct": 44.3,
  "cap_violations": 0,
  "leakagePower_nw": 0.433,
  "worst_slew_pin_slew_ns": 0.262,
  "grt_overflow": 0,
  "ys_sh_adder": 0,
  "simple_gate_area_frac": 0.172,
  "peakVddDrop_uv": 477,
  "fp_util": 0.111,
  "io_pins": 4,
  "total_power_mw": 1.60,
  "ant_nets": 0,
  "top_logic_kind": "simple AND/OR/NAND/NOR gates",
  "hold_viol": 0,
  "synthCells": 62,
  "finClkSkew_ns": 0.161,
  "cts_tree": "done",
  "clk_pin_slew_ns": 0.06,
  "final_cells": 178,
  "grt_pass1_vias": 528,
  "die_x_um": 110,
  "warnings": 28,
  "met1_usage": 0.0349,
  "grtUsageMet2": 0.0296,
  "hold_class": "input port to flip-flop",
  "antenna_found_initial": 0,
  "grt_max_degree": 17,
  "endpoint_kind": "primary output",
  "reg2reg_depth": 3,
  "ctsHoldBuffers": 0
}
-- critical path: stages (launching register included) --
cell and delay [ns]:
edfxtp_1 0.39, a22oi_2 0.17, nand4_1 0.10, buf_2 0.12
-- kinds of logic after synthesis --
family                 count (synthesis)
flip-flops                            24
AND/OR/NAND/NOR                       23
AND-OR/OR-AND                         12
buffers and inverters                  3
-- cells in the mapped netlist --
cell	n	area share
nand2_1	1	0.0043
nand4_1	1	0.0073
a21boi_2	8	0.10
and4_4	1	0.013
buf_8	1	0.017
nor2b_1	16	0.12
nor4_1	2	0.014
a22oi_1	4	0.035
and4_1	1	0.010
buf_6	1	0.013
edfxtp_1	8	0.28
dfxtp_1	16	0.37
buf_4	1	0.0087
or2_1	1	0.0073
-- routing by layer --
layer	vias up	part of all wire
met2	15	0.36
met1	220	0.49
met4	0	0.015
met5	-	0
li1	247	-
met3	5	0.14
-- state kept, by name, indices dropped and copies added (netlist names) --
| signal | cells |
|---|---|
| shift_din | 8 |
| latch_dout | 8 |
| shift_dout | 8 |
-- layout make-up --
cell class | instances | area, um2
tap | 102 | 128
sequential | 24 | 573
multi-input combinational | 35 | 324
timing repair buffer | 7 | 83.8
clock buffer | 10 | 138
fill | 848 | 6560
-- report_power, final --
group	total [mW]	switching [mW]	leakage [nW]	internal [mW]
Sequential	0.696	0.0197	0.214	0.676
Clock	0.837	0.262	0.0736	0.574
Combinational	0.0650	0.0282	0.145	0.0369
Total	1.60	0.310	0.433	1.29
-- cells in the final DEF (no fill, tap or decap), drive strengths merged --
cell type	n
a21boi	8
a22oi	4
and4	2
buf	5
clkbuf	10
clkdlybuf4s50	2
dfxtp	16
edfxtp	8
nand2	1
nand4	1
nor2b	16
nor4	2
or2	1
-- what timing repair did --
action | 4_1_cts | 5_1_grt
setup buffers | 0 | 0
resized | 16 | 7
pin swaps | 14 | 3
endpoints found under the hold margin | 0 | 0
setup endpoints to repair | 17 | 17
-- stage by stage --
stage | cell area (um2) | TNS, ns
6_report | 1250 | -5.20
3_3_place_gp | 1040 | -8.37
5_1_grt | 1250 | -5.63
4_1_cts | 1230 | -5.26
3_5_place_dp | 1040 | -8.40
2_1_floorplan | 863 | -6.16
-- worst min path at each step --
stage                 start      endpoint  slack (ns)  cells past startpoint
final                  mosi  shift_din[0]        0.38                      2
after global routing   mosi  shift_din[0]        0.37                      2
after CTS              mosi  shift_din[0]        0.37                      2
Power figures rest on the tool's default switching activity, not on a simulated workload.
