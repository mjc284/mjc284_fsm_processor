[./run.sh]
#!/bin/bash
# OpenROAD 26Q1-2900-gdf79404cd8, Yosys 0.63+post, stock flow scripts
make -C /OpenROAD-flow-scripts/flow DESIGN_CONFIG=/design/flow/config.mk WORK_HOME=/design/flow/orfs finish
[./config.mk]
export PLATFORM = sky130hd
export DESIGN_NAME = seven_seg
export DESIGN_NICKNAME = seven_seg
export VERILOG_FILES = /design/flow/design.v
export SDC_FILE = /design/flow/constraint.sdc
export NUM_CORES = 4
export LEC_CHECK = 1
export CORE_UTILIZATION = 40
[./constraint.sdc]
current_design seven_seg

set clk_period 2.4
set clk_io_pct 0.2

create_clock -name clk0 -period $clk_period [get_ports {clk}]

set non_clock_inputs [all_inputs -no_clocks]
set_input_delay [expr $clk_period * $clk_io_pct] -clock clk0 $non_clock_inputs
set_output_delay [expr $clk_period * $clk_io_pct] -clock clk0 [all_outputs]
[./design.v]
module seven_seg (
	input clk,
	input [4:0] digit0,
	input [4:0] digit1,
	input [4:0] digit2,
	input [4:0] digit3,
	input [4:0] digit4,
	input [4:0] digit5,
	output LED_A,
	output LED_B,
	output LED_C,
	output LED_D,
	output LED_E,
	output LED_F,
	output LED_G,
	output LED_DP,
	output SEL0,
	output SEL1,
	output SEL2,
	output SEL3,
	output SEL4,
	output SEL5
	);
	reg [2:0] counter;
	reg [31:0] master_counter;
	reg [5:0] select;
	reg [7:0] led;
	reg [7:0] led_data [0:20];
	initial begin
		counter <= 3'b0;
		select <= 6'b1;
		led <= 8'b11111111;
		master_counter <= 32'b0;
		led_data[0] = 8'b11000000;
		led_data[1] = 8'b11111001;
		led_data[2] = 8'b10100100;
		led_data[3] = 8'b10110000;
		led_data[4] = 8'b10011001;
		led_data[5] = 8'b10010010;
		led_data[6] = 8'b10000010;
		led_data[7] = 8'b11111000;
		led_data[8] = 8'b10000000;
		led_data[9] = 8'b10010000;
		led_data[10] = 8'b01000000;
		led_data[11] = 8'b01111001;
		led_data[12] = 8'b00100100;
		led_data[13] = 8'b00110000;
		led_data[14] = 8'b00011001;
		led_data[15] = 8'b00010010;
		led_data[16] = 8'b00000010;
		led_data[17] = 8'b01111000;
		led_data[18] = 8'b00000000;
		led_data[19] = 8'b00010000;
		led_data[20] = 8'b11111111;
	end
	always @ (posedge clk) begin
		master_counter <= master_counter + 1'b1;
	end
	always @ (posedge master_counter[15]) begin
		if (counter < 5) begin
			counter <= counter + 1'b1;
			select <= select<<1;
		end
		else begin
			counter <= 3'b0;
			select <= 6'b1;
		end
	end
	assign SEL0 = ~select[0];
	assign SEL1 = ~select[1];
	assign SEL2 = ~select[2];
	assign SEL3 = ~select[3];
	assign SEL4 = ~select[4];
	assign SEL5 = ~select[5];
	always @ (posedge clk) begin
		if (counter == 3'd0) begin
			led <= led_data[digit0];
		end
		else if (counter == 3'd1) begin
			led <= led_data[digit1];
		end
		else if (counter == 3'd2) begin
			led <= led_data[digit2];
		end
		else if (counter == 3'd3) begin
			led <= led_data[digit3];
		end
		else if (counter == 3'd4) begin
			led <= led_data[digit4];
		end
		else if (counter == 3'd5) begin
			led <= led_data[digit5];
		end
	end
	assign LED_A = led[0];
	assign LED_B = led[1];
	assign LED_C = led[2];
	assign LED_D = led[3];
	assign LED_E = led[4];
	assign LED_F = led[5];
	assign LED_G = led[6];
	assign LED_DP = led[7];
endmodule
==> flow_metrics.tcl <==
# metrics dict for downstream scripts
set metrics [dict create \
    fill_cells 374 \
    vias_per_cell 5.129 \
    drive_gt1_share_pct 14.40 \
    cts_root_buffer "clkbuf_8" \
    num_vias 1549 \
    required_ns 2.41 \
    path_depth 10 \
    ios 45 \
    untimed_endpoints 23 \
    postSynthSeqShare_pct 38.54 \
    flop_cell "dfxtp_1" \
    power_density_nw_per_um2 285.1 \
    syn2layout_area_growth_pct 30.92 \
    synth_cell_types 52 \
    fp_util_pct 42.95 \
    place_congestion 0.8512 \
    run_status "finished, final reports clean" \
    synthArstFlopShare_pct 0 \
    drt_pass1_iterations 21 \
    clk_latency_ns 0.26 \
    yosysCellCount 196 \
    avgSynthCellArea_um2 9.805 \
    crit_end "led[0]" \
    end_kind "flip-flop" \
    antenna_found_initial 0 \
    hp-class "flip-flop to flip-flop" \
    drtIter0Drc 91 \
    finalSetupTns_ns 0 \
    fp.dieH_um 71.32 \
    min_period_ns 2.305 \
    worstMarginPinSlew_ns 0.7688 \
    yosys_area_um2 1922 \
    grt_start_max_net_pins 21 \
    fmax_mhz 433.9 \
    finalSetupViolCount 0 \
    cpLargestDelayFamily "AND-OR/OR-AND gates" \
    grt_pass1_wl_um 6568 \
    numCtsBuffers 3 \
    finalClockSkew_ns 0.006775 \
    r2r-end "master_counter[13]" \
    drc_errors 0 \
    yosysWarnings 1 \
    synth_cells 196 \
    fin_crit_sh_pct 96.04 \
    maxSlewHeadroom_pct 48.75 \
    wl_per_cell_um 12.47 \
    cap_violations 0 \
    critPathLaunchType "input port" \
    cpMaxStageDelayCell "clkdlybuf4s50_1" \
    path_clk_slew_ns 0.08 \
    hold_viol_final 0 \
    top_cells_by_area "dfxtp_1 (26%), edfxtp_1 (13%), ha_1 (7.8%), xnor2_1 (5.5%), inv_1 (3.1%)" \
    drtAntennaViolNets 0 \
    cts_htree_levels 1 \
    ir_drop_mv 0.2502 \
    synth_top_area_share_pct 26.04 \
    crit_type "input port to flip-flop" \
    lay_top_count "clkdlybuf4s50_1" \
    die_x_um 71.32 \
    grt-ovfl-total 0 \
    detailed_place_hpwl_um 3001 \
    clockBufferDepth 2 \
    unclocked_regs 9 \
    post-route-util_pct 56.24 \
    critPathLaunch "digit2[1]" \
    critical-path-max-stage-delay_ns 0.46 \
    slew_viol_final 0 \
    top_area_cell "dfxtp_1" \
    port_buffers 44 \
    final_cell_mix "clkdlybuf4s50_1 (43), dfxtp_1 (25), inv_1 (15)" \
    antennaDiodeCount 0 \
    synth-edff-count 8 \
    fp-row-count 24 \
    crit_chain "clkdlybuf4s50_1 > nand2_1 > a21oi_1 > a21boi_1 > o22a_1 > buf_4 > ha_1 > and2b_1 > o21ai_0 > nand3_1" \
    r2r_cells 6 \
    hold_depth 1 \
    core-area_um2 4474 \
    wirelength_um 3766 \
    cts_tree "done" \
    syn_area_um2 1922 \
    cp.arrival_ns 2.32 \
    rrSetupSlack_ns 0.71 \
    warning_count 33 \
    ys_ff 33 \
    p_leak_nw 0.9689 \
    chipArea_um2 5086 \
    grt_pass1_vias 1409 \
    cp_max_fo 5 \
    track_usage_pct 16.10 \
    r2r_start "master_counter[2]" \
    critPathBufInv 2 \
]
report_power, final:
part	total (mW)	internal (mW)	switching [mW]	leakage, nW
Combinational	0.0680	0.0528	0.0152	0.676
Clock	0.232	0.118	0.114	0.0228
Sequential	0.417	0.417	0	0.270
through the flow:
stage | setup WS (ns) | instances | cell area [um^2] | hold slack [ns] | power, mW
after global placement | -0.1696 | 296 | 2444 | 0.4236 | 0.4921
after detailed placement | -0.1740 | 296 | 2444 | 0.4363 | 0.4924
after CTS | 0.09973 | 300 | 2489 | 0.4552 | 0.7234
final | 0.09509 | 302 | 2516 | 0.4524 | 0.7172
after global routing | -0.04208 | 302 | 2516 | 0.4680 | 0.7487
after floorplan | 0.2381 | 196 | 1922 | 0.4060 | 0.4387
flip-flops by register name (all words and copies together), names as in the netlist:
signal	count
counter	3
master_counter	16
led	8
select	6
kinds of logic (layout without fill, tap and decap cells):
kind of cell / count (synthesis) / count (layout) / synth area share, %
and+or+nand+nor: 64 / 64 / 19.01
AOI/OAI and AO/OA: 40 / 40 / 17.06
DFF: 33 / 33 / 38.54
buffers and inverters: 26 / 80 / 7.552
xor gates and xnor gates: 15 / 15 / 6.836
adders and majority gates: 12 / 12 / 7.812
muxes: 6 / 6 / 3.190
routing by layer:
metal | GRT usage [%] | vias up | routed length (um)
met4 | 0.6667 | 0 | 0
met2 | 24.66 | 40 | 1665
met1 | 26.35 | 719 | 1952
li1 | - | 790 | -
met5 | 0 | - | 0
met3 | 2.140 | 0 | 148
synth_stat cells (all sizes together) (5+ instances only):
library cell and count:
xnor2 12, nand2 13, nand2b 9, inv 17
edfxtp 8, mux2i 5, o21ai 8, nand3 8
buf 9, a21oi 10, dfxtp 25, nor2 10
ha 12
worst reg2reg max path, cell delays in order, from the launching register on:
cell	delay, ns
dfxtp_1	0.41
and4_1	0.28
and3_1	0.21
nand4_1	0.17
nor2_1	0.25
nand3_1	0.13
xnor2_1	0.14
worst min path at each step:
stage                     start                end  slack (ns)
CTS           master_counter[0]  master_counter[0]        0.46
global route  master_counter[7]  master_counter[7]        0.47
finish        master_counter[0]  master_counter[0]        0.45
layout make-up:
cell class	count	area, um^2	share of cell area, %
Clock buffer	4	45.04	1.790
Multi-Input combinational cell	137	1042	41.42
Sequential cell	33	740.7	29.44
Inverter	17	63.81	2.536
Tap cell	52	65.06	2.586
Timing Repair Buffer	59	559.3	22.23
what timing repair did:
action,CTS,global route
resized,0,6
setup endpoints to repair,0,5
setup buffers,0,2
hold buffers,0,0
Power is estimated from default activity; no workload was simulated.
