<file path="flow/run.sh">
#!/bin/bash
# OpenROAD 26Q1-2900-gdf79404cd8, Yosys 0.63+post, stock flow scripts
make -C /OpenROAD-flow-scripts/flow DESIGN_CONFIG=/design/flow/config.mk WORK_HOME=/design/flow/orfs finish
</file>
<file path="flow/constraint.sdc">
current_design spi_output

set clk_period 2.2
set clk_io_pct 0.2

create_clock -name clk0 -period $clk_period [get_ports {sck}]

set non_clock_inputs [all_inputs -no_clocks]
set_input_delay [expr $clk_period * $clk_io_pct] -clock clk0 $non_clock_inputs
set_output_delay [expr $clk_period * $clk_io_pct] -clock clk0 [all_outputs]
</file>
<file path="flow/design.v">
module spi_output (
	input mosi,
	input ss,
	input sck,
	output miso,
	input [7:0] din,
	output [7:0] dout
	);
	reg [7:0] shift_dout = 8'b10000000;
	reg [7:0] shift_din = 8'b0;
	reg [7:0] latch_dout = 8'b0;
	always @(posedge sck) begin
		if(!ss) begin
			shift_din <= {shift_din[6:0], mosi};
			shift_dout <= {shift_dout[0], shift_dout[7:1]};
		end
		else begin
			shift_din <= 8'b0;
			shift_dout <= 8'b10000000;
		end
	end
	wire en = |shift_din;
	wire clr = &shift_din;
	wire trig = shift_dout[7]&!sck;
	always @(posedge trig) begin
		if(en)
			if(clr)
				latch_dout <= 8'b0;
			else
				latch_dout <= shift_din;
	end
	assign dout = latch_dout;
	assign miso = |(din&shift_dout);
endmodule
</file>
<file path="flow/config.mk">
export PLATFORM = sky130hd
export DESIGN_NAME = spi_output
export DESIGN_NICKNAME = spi_output
export VERILOG_FILES = /design/flow/design.v
export SDC_FILE = /design/flow/constraint.sdc
export NUM_CORES = 4
export LEC_CHECK = 1
export CORE_AREA = 10 10 88 88
export DIE_AREA = 0 0 98 98
</file>
==> flow_summary.yaml <==
# flow metrics
hold_path:
  hp-start: "shift_dout[0]"
  hp-class: "flip-flop to flip-flop"
  min_path_cells: 1
global_route:
  grt.overflow.total: 0
  grt.total_usage: 0.0377
  grt_antenna_before_repair: 0
  first_global_vias: 671
  grt_max_degree: 17
  grt_first_pass_wirelength_um: 2950
floorplanning:
  die_area_sq_um: 9600
  num_io_pins: 20
  core_util_floorplan: 0.146
  die_w_um: 98
  core-area_sq_um: 5920
  rows: 28
  die_h_um: 98
setup_path:
  critPathTopFamily: "flip-flops"
  crit_path_start_kind: "flip-flop"
  slowest_delay_ps: 350
  cp.depth: 1
  cpMaxStageDelayCell: "edfxtp_1"
  path_class: "flip-flop to output port"
  critPathArrivalTime_ps: 2180
  reg2reg_depth: 2
  crit_start: "latch_dout[4]"
  end_kind: "output port"
  path_cells: "buf_2"
  timing.rr.start: "shift_din[6]"
  reg2reg_slack_ps: 110
  cp.required_ps: 1760
  path_max_fanout: 1
  path_buffers: 1
logic_synthesis:
  synth.ff_latch_count: 24
  synth_cell_types: 14
  yosysTopAreaCellShare: 0.371
  ys_chip_area_sq_um: 863
  synthTopCellsByCount: "16 x dfxtp_1, 16 x nor2b_1, 8 x a21boi_2, 8 x edfxtp_1, 4 x a22oi_1"
  netlist_area_sq_um: 863
  ys_seq_frac: 0.649
  async_flop_share: 0
  edf_count: 8
  synthFlopType: "dfxtp_1"
  netlist_instances: 62
  ys_cells: 62
  yosysWarnings: 1
  top_cells_by_area: "dfxtp_1 37%, edfxtp_1 28%, nor2b_1 12%"
  yosys.area.top_type: "dfxtp_1"
  avgSynthCellArea_sq_um: 13.9
power_and_ir_drop:
  ir_drop_mv: 0.454
  cellPowerDensity_nw_per_um2: 782
  total_power_w: 0.000989
  p_leak_nw: 0.484
final_timing:
  finalClockSkew_ps: 157
  hold_viol: 0
  relSlewSlack: 0.640
  worst_slew_pin_slew_ps: 539
  hold_slack_ps: 464
  fin_ws_ps: -418
  finalMaxSlewViolations: 0
  setup_viol: 8
  rsz0062_at_grt: "yes"
clock_network:
  clk_pin_slew_worst_paths_ps: 60
  cts_hold_buf: 0
  clock_latency_ps: 610
  cts_tree: "yes"
  post_cts_buffers: 0
drt:
  antenna_left: 0
  viasPerCell: 3.40
  antennaDiodeCount: 0
  drc: 0
  wirelength_um: 1670
  avgRoutedWirePerCell_um: 9.87
  drt-initial-drc-count: 19
  vias: 574
  firstDrtPassIters: 4
run:
  warnings: 27
  maxCapViolCount: 0
finish:
  syn2layout_area_growth_pct: 46.5
  final_cell_area_sq_um: 1260
  drive_above_1_share: 0.362
  final_core_util: 0.214
placed_design:
  io_buffers: 19
  place_ws_ps: -116
  place.gp.congestion: 0.751
  postPlaceCellArea_sq_um: 1150
  dp_hpwl_um: 1150
outcome:
  violations: "negative setup slack"
  outcome: "finished with violations"
==> kinds of logic (layout without fill, tap and decap cells) <==
family / count (synthesis) / in the layout / synth area share
buf+inv: 3 / 35 / 0.0391
flops: 24 / 24 / 0.649
compound gates: 12 / 12 / 0.139
simple gates: 23 / 23 / 0.172
==> final cells by class <==
| class | instances | area [sq um] |
|---|---|---|
| fillers | 620 | 4660 |
| flip-flops and latches | 24 | 561 |
| multi-input cells | 35 | 272 |
| repair buffers | 24 | 188 |
| clock buffers | 11 | 151 |
| well taps | 75 | 93.8 |
==> sequential cells by signal, indices dropped and copies added (netlist names) <==
| signal | flops |
|---|---|
| shift_din | 8 |
| shift_dout | 8 |
| latch_dout | 8 |
==> cells in the final DEF, fill, tap and decap left out <==
master / Yosys / final
buf_2: 0 / 8
edfxtp_1: 8 / 8
nor2b_1: 16 / 16
clkbuf_8: 0 / 11
a22oi_1: 4 / 4
clkdlybuf4s50_1: 0 / 11
a21boi_2: 8 / 8
buf_4: 1 / 5
and4_4: 1 / 1
or2_1: 1 / 1
nand4_1: 1 / 1
and4_1: 1 / 1
dfxtp_1: 16 / 16
nand2_2: 0 / 1
nor4_1: 2 / 2
==> report_power, final <==
part / total, W / switching [W] / internal, W
Clock: 0.000529 / 0.000152 / 0.000376
Combinational: 0.0000539 / 0.0000191 / 0.0000348
Sequential: 0.000407 / 0.00000714 / 0.000400
Total: 0.000989 / 0.000179 / 0.000811
==> timing repair <==
item	CTS	global route
setup endpoints to repair	8	16
gates resized	24	1
hold endpoints to repair	0	0
==> worst paths after layout <==
kind / to
max: dout[4]
min: shift_dout[7]
max reg2reg: latch_dout[7]
min reg2reg: shift_dout[7]
max in group gated: clock gate
min in group gated: clock gate
==> routing by layer <==
layer	vias up	share of wire	track usage
met5	-	0	0
met1	249	0.49	0.0444
met3	5	0.15	0.0384
met4	0	0.022	0.0112
met2	34	0.34	0.0452
li1	286	-	-
==> stage by stage <==
stage	setup TNS, ps	cells
after floorplan	0	62
after global placement	-1340	158
after detailed placement	-1550	158
after CTS	-3490	169
after global routing	-3970	169
final	-3270	169
